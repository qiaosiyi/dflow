==> design/flow/run.sh <==
#!/bin/bash
# OpenROAD 26Q1-2900-gdf79404cd8, Yosys 0.63+post, stock flow scripts
make -C /OpenROAD-flow-scripts/flow DESIGN_CONFIG=/design/flow/config.mk WORK_HOME=/design/flow/orfs finish
==> design/flow/config.mk <==
export PLATFORM = sky130hd
export DESIGN_NAME = a2sbus
export DESIGN_NICKNAME = a2sbus
export VERILOG_FILES = /design/flow/design.v
export SDC_FILE = /design/flow/constraint.sdc
export NUM_CORES = 4
export LEC_CHECK = 1
export CORE_AREA = 10 10 232 232
export DIE_AREA = 0 0 242 242
==> design/flow/constraint.sdc <==
current_design a2sbus

set clk_period 1.9
set clk_io_pct 0.2

create_clock -name clk0 -period $clk_period [get_ports {ACLK}]

set non_clock_inputs [all_inputs -no_clocks]
set_input_delay [expr $clk_period * $clk_io_pct] -clock clk0 $non_clock_inputs
set_output_delay [expr $clk_period * $clk_io_pct] -clock clk0 [all_outputs]
==> design/flow/design.v <==
`timescale 1ns/1ps
module a2sbus #(
        parameter           TDATA_WIDTH         = 256
        ) (
        input                                  ACLK,
        input                                  ARESETN,
        input                                  S_AXIS_TVALID,
        input           [TDATA_WIDTH-1 : 0]    S_AXIS_TDATA,
        input       [(TDATA_WIDTH/8)-1 : 0]    S_AXIS_TKEEP,
        input                                  S_AXIS_TLAST,
        output reg                             S_AXIS_TREADY,
        output reg                             M_SBUS_VALID,
        output reg      [TDATA_WIDTH-1 : 0]    M_SBUS_TDATA,
        output reg  [(TDATA_WIDTH/8)-1 : 0]    M_SBUS_TKEEP,
        output reg                  [7 : 0]    M_SBUS_CTL  
        );
    reg                             [7 : 0]    CTL_counter;
    wire                [TDATA_WIDTH-1 : 0]    S_AXIS_TDATA_C;
    wire            [(TDATA_WIDTH/8)-1 : 0]    S_AXIS_TKEEP_C;
    assign S_AXIS_TDATA_C = {S_AXIS_TDATA[ 7 : 0 ], S_AXIS_TDATA[ 15 : 8 ], S_AXIS_TDATA[ 23 : 16 ], 
                             S_AXIS_TDATA[ 31 : 24 ], S_AXIS_TDATA[ 39 : 32 ], S_AXIS_TDATA[ 47 : 40 ], 
                             S_AXIS_TDATA[ 55 : 48 ], S_AXIS_TDATA[ 63 : 56 ], S_AXIS_TDATA[ 71 : 64 ], 
                             S_AXIS_TDATA[ 79 : 72 ], S_AXIS_TDATA[ 87 : 80 ], S_AXIS_TDATA[ 95 : 88 ], 
                             S_AXIS_TDATA[ 103 : 96 ], S_AXIS_TDATA[ 111 : 104 ], S_AXIS_TDATA[ 119 : 112 ], 
                             S_AXIS_TDATA[ 127 : 120 ], S_AXIS_TDATA[ 135 : 128 ], S_AXIS_TDATA[ 143 : 136 ], 
                             S_AXIS_TDATA[ 151 : 144 ], S_AXIS_TDATA[ 159 : 152 ], S_AXIS_TDATA[ 167 : 160 ], 
                             S_AXIS_TDATA[ 175 : 168 ], S_AXIS_TDATA[ 183 : 176 ], S_AXIS_TDATA[ 191 : 184 ], 
                             S_AXIS_TDATA[ 199 : 192 ], S_AXIS_TDATA[ 207 : 200 ], S_AXIS_TDATA[ 215 : 208 ], 
                             S_AXIS_TDATA[ 223 : 216 ], S_AXIS_TDATA[ 231 : 224 ], S_AXIS_TDATA[ 239 : 232 ], 
                             S_AXIS_TDATA[ 247 : 240 ], S_AXIS_TDATA[ 255 : 248 ]};
    assign S_AXIS_TKEEP_C = {S_AXIS_TKEEP[ 0 ], S_AXIS_TKEEP[ 1 ], S_AXIS_TKEEP[ 2 ], S_AXIS_TKEEP[ 3 ], 
                             S_AXIS_TKEEP[ 4 ], S_AXIS_TKEEP[ 5 ], S_AXIS_TKEEP[ 6 ], S_AXIS_TKEEP[ 7 ], 
                             S_AXIS_TKEEP[ 8 ], S_AXIS_TKEEP[ 9 ], S_AXIS_TKEEP[ 10 ], S_AXIS_TKEEP[ 11 ], 
                             S_AXIS_TKEEP[ 12 ], S_AXIS_TKEEP[ 13 ], S_AXIS_TKEEP[ 14 ], S_AXIS_TKEEP[ 15 ], 
                             S_AXIS_TKEEP[ 16 ], S_AXIS_TKEEP[ 17 ], S_AXIS_TKEEP[ 18 ], S_AXIS_TKEEP[ 19 ], 
                             S_AXIS_TKEEP[ 20 ], S_AXIS_TKEEP[ 21 ], S_AXIS_TKEEP[ 22 ], S_AXIS_TKEEP[ 23 ], 
                             S_AXIS_TKEEP[ 24 ], S_AXIS_TKEEP[ 25 ], S_AXIS_TKEEP[ 26 ], S_AXIS_TKEEP[ 27 ], 
                             S_AXIS_TKEEP[ 28 ], S_AXIS_TKEEP[ 29 ], S_AXIS_TKEEP[ 30 ], S_AXIS_TKEEP[ 31 ]};
    always @(posedge ACLK) begin
        if (~ARESETN) begin
            S_AXIS_TREADY <= 1;
            CTL_counter <= 8'hFF;
            M_SBUS_VALID <= 0;
            M_SBUS_TDATA <= 0;
            M_SBUS_TKEEP <= 0;
            M_SBUS_CTL <= 0;
        end else begin
            if (S_AXIS_TVALID) begin
                M_SBUS_VALID <= 1;
                M_SBUS_TDATA <= S_AXIS_TDATA_C;
                M_SBUS_TKEEP <= S_AXIS_TKEEP_C;
                if (S_AXIS_TLAST) begin
                    M_SBUS_CTL <= 8'h01;
                    CTL_counter <= 8'hFF;
                end else begin
                    M_SBUS_CTL <= CTL_counter;
                    CTL_counter <= CTL_counter - 1;
                end
            end else begin
                M_SBUS_VALID <= 0;
                M_SBUS_TDATA <= 0;
                M_SBUS_TKEEP <= 0;
                M_SBUS_CTL <= 0;
            end
        end
    end
endmodule
==> impl_metrics.json <==
{
  "wl_met2_mm": 17.1,
  "simple_gate_area_share_pct": 23.3,
  "netlist_area_um2": 8460,
  "drive_above_1_share_pct": 5.47,
  "grt_overflow": 0,
  "yosysTopAreaCell": "dfxtp_1",
  "crit_slowest_cell": "clkdlybuf4s50_1",
  "antenna_left": 0,
  "setup_viol": 0,
  "synth_top_area_share_pct": 72.2,
  "grt_max_degree": 121,
  "first_iter_violations": 220,
  "cp.required_ps": 1520,
  "ir_worst_vdd_uv": 556,
  "wirelength_mm": 34.3,
  "gp_congestion": 0.868,
  "route.detailed.drc": 0,
  "crit_family": "buffers and inverters",
  "vias": 7148,
  "ys_seq_share_pct": 72.2,
  "cts_max_level": 2,
  "synthCells": 702,
  "edf_count": 0,
  "synthAoiAreaFrac_pct": 0.503,
  "endpoint_kind": "output port",
  "io_buffers": 588,
  "grt_pass1_wl_mm": 50.6,
  "synth_top_cell_by_count": "dfxtp_1",
  "synthTopCellsByCount": "dfxtp_1, and3_1, clkbuf_1, clkbuf_2, buf_2",
  "hold_class": "in2reg",
  "cp_slowest_stage_delay_ps": 510,
  "path_clk_slew_ps": 60,
  "maxCapViolations": 0,
  "dr_wl_met3_mm": 3.36,
  "io_pins": 590,
  "fill_cells": 4875,
  "synth.distinct_cells": 24,
  "top_layer": "met5",
  "status": "finished, final reports clean",
  "ys_cells": 702,
  "num_rows": 81,
  "clock_skew_ps": 2.43,
  "clock.latency.late_pin_ps": 520,
  "p_leak_nw": 7.07,
  "tool_warnings": 27,
  "hold_slack_ps": 268,
  "yosys-stat-area_um2": 8460,
  "hold_buffers": 0,
  "post_cts_buffers": 0,
  "cts_buffer_depth": 3,
  "path_max_fanout": 1,
  "crit_buf_inv": 1,
  "ys.flops": 305,
  "hold_viol": 0,
  "cts_tree": "built",
  "period_minus_slack_ps": 1800,
  "flop_area_um2": 6110,
  "fmax_mhz": 555,
  "cts_root_buf": "clkbuf_16",
  "async_reset_ff_share_pct": 0,
  "core_area_um2": 48800,
  "comb_area_um2": 2050,
  "area_growth_pct": 91.5,
  "yosys_warnings": 1,
  "syn_avg_cell_area_um2": 12.1,
  "synthMuxAreaShare_pct": 0,
  "wl_met1_mm": 13.1,
  "fp-utilization_pct": 17.3,
  "cts_sinks": 305,
  "powerDensity_nw_per_um2": 911,
  "critPathKind": "reg2out",
  "die_area_um2": 58600,
  "path_cells": "clkdlybuf4s50_1",
  "ys_sh_adder_pct": 0.148,
  "hpwl_mm": 26.2,
  "antenna_found_initial": 1,
  "grt_pass1_vias": 7484,
  "diodes": 0,
  "maxSlewViolCount": 0,
  "wl_per_cell_um": 17.5,
  "startpoint_type": "flop",
  "dominantRegCellSynth": "dfxtp_1",
  "tns_ps": 0,
  "topCombFamilyByArea": "simple AND/OR/NAND/NOR gates",
  "post_cts_resize_count": 0,
  "ys_top_cells_by_area": "dfxtp_1, and3_1, clkbuf_1, clkbuf_2, buf_2",
  "rsz0062_at_grt": "false",
  "chipWidth_um": 242,
  "critPathArrivalTime_ps": 1420,
  "die_h_um": 242,
  "via_per_inst": 3.64,
  "numCtsBuffers": 35,
  "xor_area_share_pct": 0.207,
  "first_pass_iters": 4,
  "post-route-period-util_pct": 94.8,
  "track_usage_pct": 11.4
}
[cell type report]
class	instances	share of cell area [%]
Sequential cell	305	37.7
Timing Repair Buffer	599	37.4
Multi-Input combinational cell	329	12.6
Clock buffer	50	6.45
Tap cell	664	5.13
Clock inverter	12	0.626
Inverter	3	0.0695
[worst paths after layout]
kind	startpoint	end	slack, ps	cells past startpoint
worst max-delay path	M_SBUS_TDATA[25]	M_SBUS_TDATA[25]	100	1
worst min-delay path	S_AXIS_TVALID	M_SBUS_TKEEP[8]	270	2
worst max register to register	CTL_counter[0]	CTL_counter[4]	670	5
worst min register to register	CTL_counter[7]	M_SBUS_CTL[7]	480	1
[per-layer routing]
layer	global-route usage, %	vias to the layer above
met5	0	-
met4	2.16	2
met3	4.82	50
met2	19.4	315
met1	13.2	3253
li1	-	3528
[kinds of logic (layout without fill, tap and decap cells)]
group / count (synthesis) / count (layout)
DFF: 305 / 305
buffers and inverters: 68 / 664
and+or+nand+nor: 317 / 317
xor gates and xnor gates: 2 / 2
adders and majority gates: 1 / 1
other: 1 / 1
AOI/OAI and AO/OA: 8 / 8
[placed cells by master (no fill, tap or decap)]
master           count
nand3_1              2
clkbuf_16           37
a21boi_1             1
nor2_1               3
clkinvlp_4           5
buf_4                4
buf_12               7
clkdlybuf4s50_1    586
conb_1               1
nand2_1              7
ha_1                 1
dfxtp_1            305
nor4_1               1
bufinv_16            1
clkinv_2             5
a21oi_1              2
nand3b_1             2
clkbuf_1             6
clkinv_4             1
and3_1             290
nor3_1               2
nor2_2               1
o21ai_1              2
and2_1               6
clkbuf_8             7
buf_6                2
xnor2_1              2
o21ai_0              3
nor4b_4              1
or3_1                2
inv_1                3
[metrics by stage]
step	utilization (%)	setup slack, ps	instances	instance area (um2)	total power, mW
final	33.2	98.5	1962	16200	14.8
after global routing	33.2	26.2	1962	16200	15.4
after CTS	33.2	20.1	1962	16200	15.0
after detailed placement	30.8	460	1900	15100	8.33
after global placement	30.8	475	1900	15100	8.33
after floorplan	-	783	702	8460	7.08
[flip-flops by register name, summed over array words and instances, names as in the netlist]
signal / count
CTL_counter: 8
M_SBUS_TDATA: 256
M_SBUS_TKEEP: 32
M_SBUS_VALID: 1
M_SBUS_CTL: 8
[where the power goes]
| part | switching (mW) | internal (mW) |
|---|---|---|
| sequential | 0.0727 | 6.65 |
| combinational | 0.375 | 1.07 |
| clock | 2.62 | 3.97 |
Power and IR drop assume default switching activity.
